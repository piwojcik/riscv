<file path="flow/design.v">
package core_pkg;
typedef enum logic [16:0] {
    LUI = 17'b0000000_000_0110111,
    AUIPC = 17'b0000000_000_0010111,
    JAL = 17'b0000000_000_1101111,
    JALR = 17'b0000000_000_1100111,
    BEQ = 17'b0000000_000_1100011,
    BNE = 17'b0000000_001_1100011,
    BLT = 17'b0000000_100_1100011,
    BGE = 17'b0000000_101_1100011,
    BLTU = 17'b0000000_110_1100011,
    BGEU = 17'b0000000_111_1100011,
    LB = 17'b0000000_000_0000011,
    LH = 17'b0000000_001_0000011,
    LW = 17'b0000000_010_0000011,
    LBU = 17'b0000000_100_0000011,
    LHU = 17'b0000000_101_0000011,
    SB = 17'b0000000_000_0100011,
    SH = 17'b0000000_001_0100011,
    SW = 17'b0000000_010_0100011,
    ADDI = 17'b0000000_000_0010011,
    SLTI = 17'b0000000_010_0010011,
    SLTIU = 17'b0000000_011_0010011,
    XORI = 17'b0000000_100_0010011,
    ORI = 17'b0000000_110_0010011,
    ANDI = 17'b0000000_111_0010011,
    SLLI = 17'b0000000_001_0010011,
    SRLI = 17'b0000000_101_0010011,
    SRAI = 17'b0100000_101_0010011,
    ADD = 17'b0000000_000_0110011,
    SUB = 17'b0100000_000_0110011,
    SLL = 17'b0000000_001_0110011,
    SLT = 17'b0000000_010_0110011,
    SLTU = 17'b0000000_011_0110011,
    XOR = 17'b0000000_100_0110011,
    SRL = 17'b0000000_101_0110011,
    SRA = 17'b0100000_101_0110011,
    OR = 17'b0000000_110_0110011,
    AND = 17'b0000000_111_0110011,
    INVALID = 17'b1111111_111_1111111
} instr_t;
typedef enum logic [3:0] {
    ALU_OP_ADD,
    ALU_OP_SLT,
    ALU_OP_SLTU,
    ALU_OP_AND,
    ALU_OP_OR,
    ALU_OP_XOR,
    ALU_OP_SLL,
    ALU_OP_SRL,
    ALU_OP_SUB,
    ALU_OP_SRA,
    ALU_OP_INVALID
} alu_op_t;
typedef enum logic {
    ALU_A_RF,
    ALU_A_PC
} alu_a_src_t;
typedef enum logic [1:0] {
    ALU_B_RF,
    ALU_B_IMM,
    ALU_B_CONST_4
} alu_b_src_t;
typedef enum logic [1:0] {
    RF_RD_ALU,
    RF_RD_LSU,
    RF_RD_IMM
} rf_rd_src_t;
typedef enum logic [3:0] {
    LSU_LOAD_BYTE,
    LSU_LOAD_BYTE_UNSIGNED,
    LSU_LOAD_HALF_WORD,
    LSU_LOAD_HALF_WORD_UNSIGNED,
    LSU_LOAD_WORD,
    LSU_STORE_BYTE,
    LSU_STORE_HALF_WORD,
    LSU_STORE_WORD,
    LSU_NONE_OP
} lsu_op_t;
endpackage
interface data_bus;
logic [31:0] addr, wdata, rdata;
logic [3:0]  be;
logic        req, we, gnt, rvalid;
modport master (
    output req,
    output we,
    output be,
    output addr,
    output wdata,
    input  gnt,
    input  rvalid,
    input  rdata
);
modport slave (
    output gnt,
    output rvalid,
    output rdata,
    input  req,
    input  we,
    input  be,
    input  addr,
    input  wdata
);
endinterface
interface instr_bus;
logic [31:0] addr, rdata;
logic        req, gnt, rvalid;
modport master (
    output req,
    output addr,
    input  gnt,
    input  rvalid,
    input  rdata
);
modport slave (
    output gnt,
    output rvalid,
    output rdata,
    input  req,
    input  addr
);
endinterface
module ifu (
    input logic         clk,
    input logic         rst_n,
    input logic         stall,
    input logic         branch,
    input logic         relative_jump,
    input logic         absolute_jump,
    output logic [31:0] pc,
    output logic        ibus_rvalid,
    output logic [31:0] ibus_rdata,
    input logic [31:0]  rf_rdata,
    input logic [31:0]  imm,
    instr_bus.master    ibus
);
typedef enum logic [1:0] {
    INITIALIZATION,
    LINEAR_FETCHING,
    NON_LINEAR_FETCH,
    NON_LINEAR_FETCH_PROPAGATION
} state_t;
state_t      state, state_nxt;
logic [31:0] pc_fetch, pc_fetch_nxt, pc_decode, pc_decode_nxt, ibus_rdata_nxt;
logic        ibus_rvalid_nxt;
assign pc = pc_decode;
assign ibus.req = 1'b1;
assign ibus.addr = pc_fetch_nxt;
always_ff @(posedge clk or negedge rst_n) begin
    if (!rst_n)
        state <= INITIALIZATION;
    else
        state <= state_nxt;
end
always_comb begin
    state_nxt = state;
    case (state)
    INITIALIZATION: begin
        state_nxt = LINEAR_FETCHING;
    end
    LINEAR_FETCHING: begin
        if (branch || relative_jump || absolute_jump)
            state_nxt = NON_LINEAR_FETCH;
    end
    NON_LINEAR_FETCH: begin
        if (ibus.rvalid)
            state_nxt = NON_LINEAR_FETCH_PROPAGATION;
    end
    NON_LINEAR_FETCH_PROPAGATION: begin
        state_nxt = LINEAR_FETCHING;
    end
    endcase
end
always_ff @(posedge clk or negedge rst_n) begin
    if (!rst_n) begin
        pc_fetch <= 32'b0;
        pc_decode <= 32'b0;
        ibus_rvalid <= 1'b0;
        ibus_rdata <= 32'b0;
    end else begin
        pc_fetch <= pc_fetch_nxt;
        pc_decode <= pc_decode_nxt;
        ibus_rvalid <= ibus_rvalid_nxt;
        ibus_rdata <= ibus_rdata_nxt;
    end
end
always_comb begin
    pc_fetch_nxt = pc_fetch;
    pc_decode_nxt = pc_decode;
    ibus_rvalid_nxt = 1'b0;
    ibus_rdata_nxt = ibus_rdata;
    case (state)
    INITIALIZATION: begin
        pc_fetch_nxt = 32'b0;
    end
    LINEAR_FETCHING: begin
        if (ibus.rvalid) begin
            pc_fetch_nxt = pc_fetch + 4;
            pc_decode_nxt = pc_fetch;
            ibus_rvalid_nxt = 1'b1;
            ibus_rdata_nxt = ibus.rdata;
        end
        if (stall) begin
            pc_fetch_nxt = pc_fetch;
            pc_decode_nxt = pc_decode;
            ibus_rvalid_nxt = 1'b0;
            ibus_rdata_nxt = ibus_rdata;
        end else if (branch) begin
            pc_fetch_nxt = pc_decode + imm;
            pc_decode_nxt = pc_decode;
            ibus_rvalid_nxt = 1'b0;
            ibus_rdata_nxt = ibus_rdata;
        end else if (relative_jump) begin
            pc_fetch_nxt = pc_decode + imm;
            pc_decode_nxt = pc_decode;
            ibus_rvalid_nxt = 1'b0;
            ibus_rdata_nxt = ibus_rdata;
        end else if (absolute_jump) begin
            pc_fetch_nxt = (rf_rdata + imm) & 32'hffff_fffe;
            pc_decode_nxt = pc_decode;
            ibus_rvalid_nxt = 1'b0;
            ibus_rdata_nxt = ibus_rdata;
        end
    end
    NON_LINEAR_FETCH: ;
    NON_LINEAR_FETCH_PROPAGATION: begin
        pc_fetch_nxt = pc_fetch + 4;
        pc_decode_nxt = pc_fetch;
        ibus_rvalid_nxt = 1'b1;
        ibus_rdata_nxt = ibus.rdata;
    end
    endcase
end
endmodule
</file>
<file path="flow/run.sh">
#!/bin/bash
# OpenROAD 26Q1-2900-gdf79404cd8, Yosys 0.63+post, stock flow scripts
make -C /OpenROAD-flow-scripts/flow DESIGN_CONFIG=/design/flow/config.mk WORK_HOME=/design/flow/orfs finish
</file>
<file path="flow/config.mk">
export PLATFORM = sky130hd
export DESIGN_NAME = ifu
export DESIGN_NICKNAME = ifu
export VERILOG_FILES = /design/flow/design.v
export SDC_FILE = /design/flow/constraint.sdc
export NUM_CORES = 4
export LEC_CHECK = 1
export CORE_UTILIZATION = 50
</file>
<file path="flow/constraint.sdc">
current_design ifu

set clk_period 20.6
set clk_io_pct 0.2

create_clock -name clk0 -period $clk_period [get_ports {clk}]

set non_clock_inputs [all_inputs -no_clocks]
set_input_delay [expr $clk_period * $clk_io_pct] -clock clk0 $non_clock_inputs
set_output_delay [expr $clk_period * $clk_io_pct] -clock clk0 [all_outputs]
</file>
==> reports/results.txt <==
Post-synthesis instance total: 694
Main area contributors: dfrtp_1, ha_1, mux2_2
Cell Area, Synth: 0.00614 mm2
Clock share of power: 22.0%
DRC violation count after routing: 0
Library cells used by synthesis: 61
Num CTS Buffers: 9
Port Buffer Count: 101
Hold Fails Final Rpt: 0
Vias per Instance: 5.84
Antenna cells: 0
Async SR Flop Fraction: 100%
Largest area contributor in the netlist: dfrtp_1
Die Span Y: 113 um
Layout cells sized above 1: 8.06%
Post-CTS Hold Buffers: 0
Clock latency on the worst-skew pair: 340 ps
Critical path data required time: 20,820 ps
Power Density: 93.0 mW/mm2
Worst slew margin: 48.3%
Final hold slack: 480 ps
Combinational Power Share: 49.3%
Hold Crit Depth: 2
Post-CTS setup buffer count: 0
Top cell area share: 26.9%
CTS tree: done
WP data arrival: 7410 ps
Setup Skew: 4.76 ps
H-tree level count: 3
PostCTS Resize Cnt: 0
CP Capture Type: register
Setup Crit Path Kind: in2reg
Sequential share of power: 28.7%
Top FF cell, synth: dfrtp_1
FP Rows: 40
P_sw: 0.000255 W
Sink Count: 67
Number of global-route vias before repair: 5,325
P_leak: 3.43 nW
Fin. max-slew vios: 0
OpenROAD warning count: 26
Synth flops: 67
Min-Delay Path Class: reg2reg
Min cycle time layout: 7190 ps
Reg2reg start: pc_decode[1]
RSZ-0062 raised after global routing: false
Die width: 113 um
Post-Synth AOI/OAI Area: 25.9%
Beginning of the critical path: imm[2]
Congestion Overflow GR: 0
Final RePlAce weighted congestion: 0.972
Fp util: 51.1%
Startpoint Class: input port
Core Footprint: 0.0120 mm2
Peak VDD IR: 0.0454 mV
Adder Area Share: 13.1%
DP HPWL: 12.5 mm
Setup TNS Final: 0 ps
Int Pwr: 0.000438 W
Final WL: 16.5 mm
FF-to-FF End: pc_fetch[27]
R2R depth: 11
Synthesis-to-finish area growth: 21.4%
Seq/Total Area, Yosys: 27.3%
Starting DRT DRC Count: 332
Worst-path clk slew: 60 ps
R2R setup slack: 17,360 ps
Status: finished clean
Capture point of the critical path: pc_fetch[21]
Wire per inst: 17.6 um
Mux share: 6.02%
Syn Area/Cell: 8.84 um2
Yosys stat cell total: 694
First-pass GRT wire length: 26.8 mm
Max Clk Rate: 0.139 GHz
I/O Pins: 135
Chip area: 0.0127 mm2
CTS max path bufs: 2
Period utilisation layout: 34.9%
Switching share of power: 36.8%
Comb area leader: AND-OR/OR-AND gates
Initial DRT Pass Iterations: 5
Finish-stage setup viols: 0
Initial antenna violation count: 0
Xor+xnor area frac: 7.85%
Critical Path Fanout Max: 4
Slew @ Worst Pin: 773 ps
Global-route usage over all layers: 27.4%
Count of library flops with an enable pin: 0
MaxCap Viol Count: 0
Basic Gates by Area: 13.4%
Vias post-DR: 5,492
Largest net degree at the start of global routing: 39
Post-DRT Antenna Nets: 0
Syn. warnings: 11
Area reported by Yosys stat: 0.00614 mm2
Clk root buf: clkbuf_16
## final cells by class
type	count	area, um2
Multi-Input combinational cell	592	4200
Sequential cell	67	1680
Clock inverter	5	53.8
Tap cell	147	184
Inverter	11	41.3
Clock buffer	11	233
Fill cell	1024	4560
Timing Repair Buffer	108	1060
## worst min path at each step
stage,startpoint,end,slack (ps)
after CTS,pc_fetch[1],pc_fetch[1],490
after global routing,pc_fetch[1],pc_fetch[1],500
final,pc_fetch[1],pc_fetch[1],480
## per-stage QoR
stage	instances	setup WS [ps]	utilization [%]	cell area (um2)	power [W]
finish	941	13410	62.0	7450	0.000693
global route	941	13210	62.0	7450	0.000745
CTS	941	13450	62.0	7450	0.000696
detailed placement	925	13100	59.6	7160	0.000539
global placement	925	13120	59.6	7160	0.000539
floorplan	727	14060	-	6260	0.000424
## kinds of logic after synthesis
logic type / after synthesis
other: 1
flip-flops: 67
AND-OR/OR-AND: 240
XOR/XNOR: 55
adder cells (fa/ha/maj): 63
AND/OR/NAND/NOR: 167
buffers and inverters: 68
multiplexers: 33
## power groups by stage
stage     registers (W)  logic (W)  clock network (W)
5_1_grt        0.000204   0.000380           0.000161
4_1_cts        0.000199   0.000341           0.000155
6_report       0.000199   0.000342           0.000152
## worst max-delay path: stages
cell and delay, ps:
clkdlybuf4s50_1 440, ha_1 340, a21oi_1 190, a21oi_1 150, o2111ai_1 460, a2111oi_0 200, nor4_1 520, a21oi_1 150
nor2_1 260, xor2_1 210, a21oi_1 90, a221o_1 280
## layout by cell type (no fill, tap or decap), drive strengths merged, types with 12 or more instances in the layout
master,netlist,routed
mux2,31,31
nand2b,14,14
a21o,30,30
a22o,12,12
xnor2,27,27
conb,1,34
nand3,23,23
nor2,31,31
xor2,28,28
a21oi,61,61
nand2,49,49
clkdlybuf4s50,0,100
dfrtp,66,66
ha,61,61
o21ai,52,52
## synth_stat cells, types with 2 or more instances
library cell / n
buf_4: 33
mux2i_1: 2
nand3b_1: 2
mux2_2: 31
a31oi_1: 7
nand2b_1: 14
a22oi_1: 11
o22ai_1: 9
nand4_1: 7
o31ai_1: 2
a2111oi_0: 3
xnor2_1: 27
clkbuf_1: 22
a21oi_1: 61
o221ai_1: 4
nor3b_1: 2
nand4b_1: 2
fa_1: 2
o211ai_1: 4
a22o_1: 12
inv_1: 11
dfrtp_1: 66
a21o_1: 29
xor2_1: 28
nand2_1: 49
o21a_1: 9
a221o_1: 5
nor2_1: 31
o21ai_1: 2
nand3_1: 23
and4_1: 2
a211oi_1: 8
ha_1: 61
and3_1: 10
o21ai_0: 50
or2_2: 3
and2_1: 3
o211ai_2: 2
o21bai_1: 8
nor2b_1: 8
nor3_1: 9
## state kept, by name, indices dropped and copies added (netlist names)
name and cells:
pc_decode 32, pc_fetch 32, state 3
## per-layer routing
metal  GRT usage, %  routed length, um  vias to the layer above
met1           41.7               7920                     2574
met5              0                  0                        -
met4           4.53                310                        0
li1               -                  -                     2714
met2           43.5               7340                      183
met3           3.60                945                       21
No activity file was given, so power comes from the tool's default toggle rates.
