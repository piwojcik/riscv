--- design/flow/config.mk ---
export PLATFORM = sky130hd
export DESIGN_NAME = rf
export DESIGN_NICKNAME = rf
export VERILOG_FILES = /design/flow/design.v
export SDC_FILE = /design/flow/constraint.sdc
export NUM_CORES = 4
export LEC_CHECK = 1
export CORE_UTILIZATION = 50
--- design/flow/constraint.sdc ---
current_design rf

set clk_period 9.7
set clk_io_pct 0.2

create_clock -name clk0 -period $clk_period [get_ports {clk}]

set non_clock_inputs [all_inputs -no_clocks]
set_input_delay [expr $clk_period * $clk_io_pct] -clock clk0 $non_clock_inputs
set_output_delay [expr $clk_period * $clk_io_pct] -clock clk0 [all_outputs]
--- design/flow/design.v ---
package core_pkg;
typedef enum logic [16:0] {
    LUI = 17'b0000000_000_0110111,
    AUIPC = 17'b0000000_000_0010111,
    JAL = 17'b0000000_000_1101111,
    JALR = 17'b0000000_000_1100111,
    BEQ = 17'b0000000_000_1100011,
    BNE = 17'b0000000_001_1100011,
    BLT = 17'b0000000_100_1100011,
    BGE = 17'b0000000_101_1100011,
    BLTU = 17'b0000000_110_1100011,
    BGEU = 17'b0000000_111_1100011,
    LB = 17'b0000000_000_0000011,
    LH = 17'b0000000_001_0000011,
    LW = 17'b0000000_010_0000011,
    LBU = 17'b0000000_100_0000011,
    LHU = 17'b0000000_101_0000011,
    SB = 17'b0000000_000_0100011,
    SH = 17'b0000000_001_0100011,
    SW = 17'b0000000_010_0100011,
    ADDI = 17'b0000000_000_0010011,
    SLTI = 17'b0000000_010_0010011,
    SLTIU = 17'b0000000_011_0010011,
    XORI = 17'b0000000_100_0010011,
    ORI = 17'b0000000_110_0010011,
    ANDI = 17'b0000000_111_0010011,
    SLLI = 17'b0000000_001_0010011,
    SRLI = 17'b0000000_101_0010011,
    SRAI = 17'b0100000_101_0010011,
    ADD = 17'b0000000_000_0110011,
    SUB = 17'b0100000_000_0110011,
    SLL = 17'b0000000_001_0110011,
    SLT = 17'b0000000_010_0110011,
    SLTU = 17'b0000000_011_0110011,
    XOR = 17'b0000000_100_0110011,
    SRL = 17'b0000000_101_0110011,
    SRA = 17'b0100000_101_0110011,
    OR = 17'b0000000_110_0110011,
    AND = 17'b0000000_111_0110011,
    INVALID = 17'b1111111_111_1111111
} instr_t;
typedef enum logic [3:0] {
    ALU_OP_ADD,
    ALU_OP_SLT,
    ALU_OP_SLTU,
    ALU_OP_AND,
    ALU_OP_OR,
    ALU_OP_XOR,
    ALU_OP_SLL,
    ALU_OP_SRL,
    ALU_OP_SUB,
    ALU_OP_SRA,
    ALU_OP_INVALID
} alu_op_t;
typedef enum logic {
    ALU_A_RF,
    ALU_A_PC
} alu_a_src_t;
typedef enum logic [1:0] {
    ALU_B_RF,
    ALU_B_IMM,
    ALU_B_CONST_4
} alu_b_src_t;
typedef enum logic [1:0] {
    RF_RD_ALU,
    RF_RD_LSU,
    RF_RD_IMM
} rf_rd_src_t;
typedef enum logic [3:0] {
    LSU_LOAD_BYTE,
    LSU_LOAD_BYTE_UNSIGNED,
    LSU_LOAD_HALF_WORD,
    LSU_LOAD_HALF_WORD_UNSIGNED,
    LSU_LOAD_WORD,
    LSU_STORE_BYTE,
    LSU_STORE_HALF_WORD,
    LSU_STORE_WORD,
    LSU_NONE_OP
} lsu_op_t;
endpackage
interface data_bus;
logic [31:0] addr, wdata, rdata;
logic [3:0]  be;
logic        req, we, gnt, rvalid;
modport master (
    output req,
    output we,
    output be,
    output addr,
    output wdata,
    input  gnt,
    input  rvalid,
    input  rdata
);
modport slave (
    output gnt,
    output rvalid,
    output rdata,
    input  req,
    input  we,
    input  be,
    input  addr,
    input  wdata
);
endinterface
interface instr_bus;
logic [31:0] addr, rdata;
logic        req, gnt, rvalid;
modport master (
    output req,
    output addr,
    input  gnt,
    input  rvalid,
    input  rdata
);
modport slave (
    output gnt,
    output rvalid,
    output rdata,
    input  req,
    input  addr
);
endinterface
module rf (
    input logic         clk,
    input logic         rst_n,
    input logic [4:0]   rs1,
    input logic [4:0]   rs2,
    input logic [4:0]   rd,
    output logic [31:0] rdata1,
    output logic [31:0] rdata2,
    input logic         we,
    input logic [31:0]  wdata
);
logic [31:0] [31:0] mem;
assign rdata1 = (rs1 == 0) ? 32'b0 : mem[rs1];
assign rdata2 = (rs2 == 0) ? 32'b0 : mem[rs2];
always_ff @(posedge clk or negedge rst_n) begin
    if (!rst_n) begin
        mem <= {{32{32'b0}}};
    end else begin
        if (we && rd != 5'b0)
            mem[rd] <= wdata;
    end
end
endmodule
--- design/flow/run.sh ---
#!/bin/bash
# OpenROAD 26Q1-2900-gdf79404cd8, Yosys 0.63+post, stock flow scripts
make -C /OpenROAD-flow-scripts/flow DESIGN_CONFIG=/design/flow/config.mk WORK_HOME=/design/flow/orfs finish
==> results.toml <==
# physical design summary
[outcome]
status = "completed"

[setup_path]
worstSetupPathType = "in2out"
cp_slowest_cell = "and2_2"
worstPathCellList = "buf_2, buf_4, and2_2, a221oi_1, a2111oi_0, clkdlybuf4s50_1"
critPathMaxStageDelay_ns = 1.10
cp-start-kind = "input pin"
required_ns = 7.76
cp-end-kind = "primary output"
crit_fanout = 28
cp_top_family = "buffers and inverters"
path_buffers = 3
critPathArrivalTime_ns = 6.18

[placed_design]
gp_congestion = 0.912
dp.cells = 5322
port_buffers = 113
hpwl_mm = 110

[timing]
drv_slew = 0
worst_pin_slew_ns = 1.33
fin_crit_sh = 0.837
setup_viol = 0
grt_setup_unrepaired = "false"
fin_tns_setup_ns = 0
finalHoldViolCount = 0
fmax_mhz = 123
finalCriticalPeriod_ns = 8.12
clock_skew_ns = 0
relSlewSlack = 0.0917

[power_and_ir_drop]
p_int_uw = 9580
ir_drop_mv = 0.157
pwr-share-clk = 0.326
p_leak_uw = 0.0259
p_per_area_nw_per_um2 = 223
switching_share = 0.284
power_switching_uw = 3790
p_seq_frac = 0.449
combPwrFrac = 0.225

[global_route]
grt_use_met3 = 0.232
antenna_found_initial = 9
grt_pass1_vias = 39000
grt_pass1_wl_mm = 271
use_met2 = 0.520
grtUsageTotal = 0.376
grt_max_degree = 121
use_met1 = 0.514
top_usage_layer = "met2"
overflow = 0

[route]
antenna_left = 0
vias = 37500
routedWlPerCell_um = 33.3
wl_mm = 184
via_per_inst = 6.78
drt_iter0_drc = 2576
dr.pass1.iters = 7
drc = 0

[finish]
final_core_util = 0.565
largest_reg_flops = 1024
finalNonFillerCells = 5527
syn2layout_area_growth_pct = 11.6
regMostFlops = "mem"
largestRegisters = "mem: 1024 flops"
drive_gt1_frac = 0.298

[clocking]
clk_path_buf_depth = 3
postCtsSetupRepairBufs = 0
path_clk_slew_ns = 0.06
cts-resized-gates = 0
clk_latency_ns = 0.68
cts_made_buffers = 111
holdBufCountCts = 0
cts_sinks = 1024
ctsRootBufferMaster = "clkbuf_16"
cts_tree = "done"
h-tree-depth = 3

[hold_path]
hp-class = "reg2reg"

[synthesis]
top_cell = "dfrtp_1"
yosysSeqAreaShare = 0.478
ys_chip_area_sq_um = 53600
synthArstFlopShare = 1.00
netlist_top_cells_count = "1024 x dfrtp_1, 512 x mux4_2, 502 x nand2_1, 469 x o21ai_0, 317 x clkbuf_1"
ys_cells = 4139
edf_count = 0
synth_cells = 4139
synthFlopType = "dfrtp_1"
synth_top_cell_by_area = "dfrtp_1"
numSynthFlops = 1024
yosys.area.top_type_share = 0.478
area_leaders = "dfrtp_1 48%, mux4_2 22%, mux2_2 6.5%"
synth_cell_types = 54
synth_area_sq_um = 53600
yosysWarnings = 1
avgSynthCellArea_sq_um = 13.0

[die]
die_y_um = 330
core_area_sq_um = 106000
fp_util = 0.507
core.rowCount = 119
dieArea_sq_um = 109000
ios = 114
die_x_um = 330

[flow_run]
drv_cap = 0
warning_count = 38
[metrics by stage]
stage          total power [uW]  hold slack (ns)  area (sq um)  setup WS, ns
6_report                  13400            0.390         59800          1.58
5_1_grt                   14000            0.408         59800          1.54
4_1_cts                   13400            0.397         59800          1.47
3_5_place_dp               9050            0.384         56100          1.49
3_3_place_gp               8970            0.377         56100          1.20
2_1_floorplan              8000            0.441         53600          4.05
[path summary, 6_finish.rpt]
| kind | slack (ns) | startpoint | to | cells after the start |
|---|---|---|---|---|
| min in group asynchronous | 1.17 | rst_n | mem[363]$_DFFE_PN0P_ | 1 |
| setup reg to reg | 8.88 | mem[463]$_DFFE_PN0P_ | mem[463]$_DFFE_PN0P_ | 1 |
| setup / recovery | 1.58 | rs2[3] | rdata2[10] | 6 |
| hold reg to reg | 0.39 | mem[12]$_DFFE_PN0P_ | mem[12]$_DFFE_PN0P_ | 0 |
| max in group asynchronous | 6.14 | rst_n | mem[861]$_DFFE_PN0P_ | 4 |
| hold / removal | 0.39 | mem[12]$_DFFE_PN0P_ | mem[12]$_DFFE_PN0P_ | 0 |
[metal layers]
| metal | vias to the layer above | share of wire | wire length (um) |
|---|---|---|---|
| met5 | - | 0.0013 | 248 |
| met2 | 2158 | 0.45 | 82300 |
| li1 | 15500 | - | - |
| met4 | 16 | 0.042 | 7690 |
| met3 | 488 | 0.15 | 27900 |
| met1 | 19300 | 0.36 | 65800 |
[power groups by stage]
stage | clock [uW] | combinational [uW] | sequential [uW]
global route | 4560 | 3270 | 6160
finish | 4350 | 3010 | 6010
CTS | 4400 | 3010 | 6000
[layout make-up]
type	count	area (sq um)
Fill cell	8415	46000
Multi-Input combinational cell	2631	26200
Sequential cell	1024	25600
Clock buffer	161	3350
Timing Repair Buffer	274	2510
Tap cell	1391	1740
Clock inverter	36	377
Inverter	5	18.8
Antenna cell	5	12.5
[cells in the final DEF, fill, tap and decap left out, drive strengths merged, types with 7 or more instances in the layout]
cell type / count
bufinv: 7
and2: 33
mux2i: 82
buf: 169
a22oi: 16
a21oi: 54
clkdlybuf4s50: 102
nor2: 61
o21ai: 484
a2111oi: 42
dfrtp: 1024
nand2: 502
clkbuf: 164
mux2: 405
clkinv: 26
nor3: 10
a22o: 173
inv: 7
mux4: 512
a211oi: 74
a221oi: 48
nor2b: 79
[cell families (layout without fill, tap and decap cells)]
| group | Yosys count | count (layout) | share of synthesized area |
|---|---|---|---|
| and+or+nand+nor | 723 | 723 | 0.0591 |
| other | 0 | 5 | 0 |
| buffers and inverters | 484 | 476 | 0.0383 |
| adders and majority gates | 2 | 2 | 0.000467 |
| xor gates and xnor gates | 3 | 3 | 0.000630 |
| DFF | 1024 | 1024 | 0.478 |
| AOI/OAI and AO/OA | 904 | 904 | 0.108 |
| muxes | 999 | 999 | 0.315 |
Power and IR drop assume default switching activity.
