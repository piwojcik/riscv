## flow/config.mk

```make
export PLATFORM = sky130hd
export DESIGN_NAME = uart_receiver
export DESIGN_NICKNAME = uart_receiver
export VERILOG_FILES = /design/flow/design.v
export SDC_FILE = /design/flow/constraint.sdc
export NUM_CORES = 4
export LEC_CHECK = 1
export CORE_AREA = 10 10 106 106
export DIE_AREA = 0 0 116 116
```

## flow/constraint.sdc

```tcl
current_design uart_receiver

set clk_period 2.6
set clk_io_pct 0.2

create_clock -name clk0 -period $clk_period [get_ports {clk}]

set non_clock_inputs [all_inputs -no_clocks]
set_input_delay [expr $clk_period * $clk_io_pct] -clock clk0 $non_clock_inputs
set_output_delay [expr $clk_period * $clk_io_pct] -clock clk0 [all_outputs]
```

## flow/design.v

```verilog
package core_pkg;
typedef enum logic [16:0] {
    LUI = 17'b0000000_000_0110111,
    AUIPC = 17'b0000000_000_0010111,
    JAL = 17'b0000000_000_1101111,
    JALR = 17'b0000000_000_1100111,
    BEQ = 17'b0000000_000_1100011,
    BNE = 17'b0000000_001_1100011,
    BLT = 17'b0000000_100_1100011,
    BGE = 17'b0000000_101_1100011,
    BLTU = 17'b0000000_110_1100011,
    BGEU = 17'b0000000_111_1100011,
    LB = 17'b0000000_000_0000011,
    LH = 17'b0000000_001_0000011,
    LW = 17'b0000000_010_0000011,
    LBU = 17'b0000000_100_0000011,
    LHU = 17'b0000000_101_0000011,
    SB = 17'b0000000_000_0100011,
    SH = 17'b0000000_001_0100011,
    SW = 17'b0000000_010_0100011,
    ADDI = 17'b0000000_000_0010011,
    SLTI = 17'b0000000_010_0010011,
    SLTIU = 17'b0000000_011_0010011,
    XORI = 17'b0000000_100_0010011,
    ORI = 17'b0000000_110_0010011,
    ANDI = 17'b0000000_111_0010011,
    SLLI = 17'b0000000_001_0010011,
    SRLI = 17'b0000000_101_0010011,
    SRAI = 17'b0100000_101_0010011,
    ADD = 17'b0000000_000_0110011,
    SUB = 17'b0100000_000_0110011,
    SLL = 17'b0000000_001_0110011,
    SLT = 17'b0000000_010_0110011,
    SLTU = 17'b0000000_011_0110011,
    XOR = 17'b0000000_100_0110011,
    SRL = 17'b0000000_101_0110011,
    SRA = 17'b0100000_101_0110011,
    OR = 17'b0000000_110_0110011,
    AND = 17'b0000000_111_0110011,
    INVALID = 17'b1111111_111_1111111
} instr_t;
typedef enum logic [3:0] {
    ALU_OP_ADD,
    ALU_OP_SLT,
    ALU_OP_SLTU,
    ALU_OP_AND,
    ALU_OP_OR,
    ALU_OP_XOR,
    ALU_OP_SLL,
    ALU_OP_SRL,
    ALU_OP_SUB,
    ALU_OP_SRA,
    ALU_OP_INVALID
} alu_op_t;
typedef enum logic {
    ALU_A_RF,
    ALU_A_PC
} alu_a_src_t;
typedef enum logic [1:0] {
    ALU_B_RF,
    ALU_B_IMM,
    ALU_B_CONST_4
} alu_b_src_t;
typedef enum logic [1:0] {
    RF_RD_ALU,
    RF_RD_LSU,
    RF_RD_IMM
} rf_rd_src_t;
typedef enum logic [3:0] {
    LSU_LOAD_BYTE,
    LSU_LOAD_BYTE_UNSIGNED,
    LSU_LOAD_HALF_WORD,
    LSU_LOAD_HALF_WORD_UNSIGNED,
    LSU_LOAD_WORD,
    LSU_STORE_BYTE,
    LSU_STORE_HALF_WORD,
    LSU_STORE_WORD,
    LSU_NONE_OP
} lsu_op_t;
endpackage
interface data_bus;
logic [31:0] addr, wdata, rdata;
logic [3:0]  be;
logic        req, we, gnt, rvalid;
modport master (
    output req,
    output we,
    output be,
    output addr,
    output wdata,
    input  gnt,
    input  rvalid,
    input  rdata
);
modport slave (
    output gnt,
    output rvalid,
    output rdata,
    input  req,
    input  we,
    input  be,
    input  addr,
    input  wdata
);
endinterface
interface instr_bus;
logic [31:0] addr, rdata;
logic        req, gnt, rvalid;
modport master (
    output req,
    output addr,
    input  gnt,
    input  rvalid,
    input  rdata
);
modport slave (
    output gnt,
    output rvalid,
    output rdata,
    input  req,
    input  addr
);
endinterface
module uart_receiver (
    input logic        clk,
    input logic        rst_n,
    output logic       busy,
    output logic       rx_data_valid,
    output logic [7:0] rx_data,
    output logic       error,
    input logic        sck_rising_edge,
    input logic        sin
);
typedef enum logic [1:0] {
    IDLE,
    START,
    ACTIVE,
    STOP
} state_t;
state_t     state, state_nxt;
logic       rx_data_valid_nxt;
logic [7:0] rx_data_nxt;
logic [2:0] bits_counter, bits_counter_nxt;
logic [3:0] edges_counter, edges_counter_nxt;
logic [7:0] rx_buffer, rx_buffer_nxt;
logic       error_nxt;
always_ff @(posedge clk or negedge rst_n) begin
    if (!rst_n) begin
        state <= IDLE;
        bits_counter <= 3'b0;
        edges_counter <= 4'b0;
    end else begin
        state <= state_nxt;
        bits_counter <= bits_counter_nxt;
        edges_counter <= edges_counter_nxt;
    end
end
always_comb begin
    state_nxt = state;
    bits_counter_nxt = bits_counter;
    edges_counter_nxt = edges_counter;
    case (state)
    IDLE: begin
        if (!sin)
            state_nxt = START;
    end
    START: begin
        if (sck_rising_edge) begin
            if (edges_counter == 15) begin
                state_nxt = ACTIVE;
                edges_counter_nxt = 4'b0;
            end else begin
                edges_counter_nxt = edges_counter + 1;
            end
        end
    end
    ACTIVE: begin
        if (sck_rising_edge) begin
            if (edges_counter == 15) begin
                edges_counter_nxt = 4'b0;
                if (bits_counter == 7) begin
                    state_nxt = STOP;
                    bits_counter_nxt = 3'b0;
                end else begin
                    bits_counter_nxt = bits_counter + 1;
                end
            end else begin
                edges_counter_nxt = edges_counter + 1;
            end
        end
    end
    STOP: begin
        if (sck_rising_edge) begin
            if (edges_counter == 7) begin
                state_nxt = IDLE;
                edges_counter_nxt = 4'b0;
            end else begin
                edges_counter_nxt = edges_counter + 1;
            end
        end
    end
    default: ;
    endcase
end
always_ff @(posedge clk or negedge rst_n) begin
    if (!rst_n) begin
        rx_data_valid <= 1'b0;
        rx_data <= 8'b0;
        error <= 1'b0;
        rx_buffer <= 8'b0;
    end else begin
        rx_data_valid <= rx_data_valid_nxt;
        rx_data <= rx_data_nxt;
        error <= error_nxt;
        rx_buffer <= rx_buffer_nxt;
    end
end
always_comb begin
    busy = 1'b1;
    rx_data_valid_nxt = 1'b0;
    rx_data_nxt = rx_data;
    error_nxt = error;
    rx_buffer_nxt = rx_buffer;
    case (state)
    IDLE: begin
        busy = 1'b0;
    end
    START: begin
        rx_buffer_nxt = 8'b0;
        error_nxt = 1'b0;
    end
    ACTIVE: begin
        if (sck_rising_edge && edges_counter == 7)
            rx_buffer_nxt = {sin, rx_buffer[7:1]};
    end
    STOP: begin
        if (sck_rising_edge) begin
            if (edges_counter == 7) begin
                rx_data_valid_nxt = 1'b1;
                rx_data_nxt = rx_buffer;
                error_nxt = ~sin;
            end
        end
    end
    default: ;
    endcase
end
endmodule
```

## flow/run.sh

```bash
#!/bin/bash
# OpenROAD 26Q1-2900-gdf79404cd8, Yosys 0.63+post, stock flow scripts
make -C /OpenROAD-flow-scripts/flow DESIGN_CONFIG=/design/flow/config.mk WORK_HOME=/design/flow/orfs finish
```

==> notes.md <==
yosys + openroad results -> max frequency=between 400 and 500 MHz, largest cells by area after synthesis=dfrtp_1 (52%), mux2_2 (9.2%), mux2i_1 (6.0%), post-place setup slack=approximately 220 ps, Detailed Route WL=2635 um, Avg Vias per Cell=~3.6, flip-flops with a built-in enable=0, WS Path Type=reg -> out, Die Footprint=about 13000 um2, most used flip-flop cell=dfrtp_1, CTS Sinks=29, Pre-antenna DRT Iters=4, CP startpoint kind=flip-flop, Hold/Removal Path Class=reg -> reg, Avg WL per Cell=around 11 um, register share after synthesis=0.5410, H-tree levels=2, hold_buf cts=0, I/O pin total=15, Flops after synth=29, final worst setup slack=between 300 and 400 ps, met1 Usage GRT=0.05510, peak supply drop=roughly 260 uV, YS warnings=1, Yosys Chip Area=~1300 um2, OpenROAD warnings=25, Seq. cell area=726.9 um2, Worst-Margin Slew=about 480 ps, Logic area=about 550 um2, Remaining DRCs=0, min cycle time layout=about 2200 ps, clk ins delay skew pair=280 ps, fp_density=0.1519, Worst setup EP type=primary output, final antenna-violating net count=0, cells after synthesis=109, cycle use final=0.8498, die width=roughly 120 um, pin count of the biggest net entering global routing=30, flop-to-flop setup slack=roughly 680 ps, R2R Path Start=edges_counter[0]$_DFFE_PN0P_, maximum clock insertion buffer count=2, crit path launch=state[3]$_DFF_PN0_, Die H=roughly 120 um, total power=~1.8 mW, placed wire-length estimate=about 1900 um, detailed-route via count=854, GR Layer Usage met3=0.01779, Req. time, crit path=around 2100 ps, DRT iter0 DRCs=27, Core Rows=34, yosys stat cell total=around 110, clock root buffer=clkbuf_8, gpl congestion=between 0.7 and 0.8, RSZ-0062 raised after global routing=false, Final Hold Fails=0, core footprint=a little under 9000 um2, Cell Pwr Density=approximately 1000 nW/um2, first-pass GRT wire length=between 4000 and 5000 um, busiest metal layer after global routing=met2, vias in the first global route=roughly 820, max_cap viols=0, fin. max-slew vios=0, Setup TNS Final=0 ps, Setup violations, final=0, Arr. time, crit path=about 1700 ps, initial antenna violation count=0, Antenna diodes=0, Fin Clk Skew=about 6.6 ps, CTS tree=done, met2 usage=0.05726, max_slew headroom=0.6792, fin util=0.1970, Largest type area fraction=0.5214, asr flop ratio synth=1.000, cts bufs inserted=5, grt ovf=0, Fillers=964, placed insts=between 200 and 250, Top cell excl fill/tap=dfrtp_1, Total GRT Usage=0.04007, Top Layout Cells=dfrtp_1 (28), clkdlybuf4s50_1 (14), nand2_1 (11), inv_1 (11), mux2_2 (11), Leakage=roughly 0.77 nW, Non-Filler Instances=between 200 and 250, Reg clk slew, reported paths=60 ps, Hold Crit Start=error$_DFFE_PN0P_, Cell Type Count=30, Synth area leader=dfrtp_1, cell area after synthesis=~1300 um2, synth-to-layout area growth=29.70%, Buffers on Ports=14, post-CTS setup buffer count=0, Avg Cell Area, Syn=~12 um2, share of layout cells above drive strength 1=0.2231, status=finished, final reports clean, cts repair resizes=0, Crit Path Max Fanout=12
## path summary, 6_finish.rpt
path | end | cells after the start
max in group asynchronous | state[0]$_DFF_PN1_ | 2
min | error$_DFFE_PN0P_ | 1
max | busy | 3
max reg2reg | rx_data[3]$_DFFE_PN0P_ | 5
min in group asynchronous | edges_counter[1]$_DFFE_PN0P_ | 2
min reg2reg | error$_DFFE_PN0P_ | 1
## worst max-delay path, cell delays in order (launching register included)
cell and delay (ps):
dfrtp_1 550, nor3_1 390, inv_1 70, clkdlybuf4s50_1 410
## cell families (layout without fill, tap and decap cells)
family	count (synthesis)	in the layout	share of synthesized area
fa+ha+maj	3	3	0.02794
xor+xnor	2	2	0.01304
buf+inv	16	37	0.04749
mux	19	19	0.1518
flops	29	29	0.5410
simple gates	25	25	0.1071
compound gates	15	15	0.1117
## synthesized netlist by cell type, types with 2 or more instances
cell and count:
dfrtp_1 28, inv_1 11, mux2_2 11, nand2_1 11, mux2i_1 8, clkbuf_1 4, nand3_1 4, ha_1 3
o21ai_0 3, a22o_1 2, a32o_1 2, nor3_1 2, o211ai_1 2, xnor2_1 2
## report_power, final
group	total, mW	switching [mW]	internal [mW]
clock network	0.475	0.164	0.312
logic	0.661	0.294	0.368
registers	0.671	0.115	0.556
## metrics by stage
| step | hold WS (ps) | cell area [um2] |
|---|---|---|
| finish | 493.7 | 1743 |
| global route | 530.2 | 1743 |
| CTS | 501.1 | 1743 |
| detailed placement | 486.4 | 1627 |
| global placement | 488.1 | 1627 |
| floorplan | 224.4 | 1344 |
## sequential cells by signal, summed over array words and instances (netlist names)
| register | flops |
|---|---|
| rx_data_valid | 1 |
| state | 4 |
| edges_counter | 4 |
| bits_counter | 3 |
| rx_buffer | 8 |
| error | 1 |
| rx_data | 8 |
## layout make-up
type / count / area share
clock buffers: 7 / 0.04953
clock inverters: 1 / 0.01723
inverters: 11 / 0.02369
multi-input cells: 64 / 0.3173
flip-flops and latches: 29 / 0.4171
well taps: 108 / 0.07753
repair buffers: 18 / 0.09763
## metal layers
metal	vias to the layer above	share of wire
met2	17	0.44
met1	408	0.47
met3	5	0.071
met5	-	0
met4	0	0.018
li1	424	-
No activity file was given, so power comes from the tool's default toggle rates.
